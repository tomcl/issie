`flow/config.mk`:
```
export PLATFORM = sky130hd
export DESIGN_NAME = uart
export DESIGN_NICKNAME = uart
export VERILOG_FILES = /design/flow/design.v
export SDC_FILE = /design/flow/constraint.sdc
export NUM_CORES = 4
export LEC_CHECK = 1
export CORE_UTILIZATION = 50
```
`flow/constraint.sdc`:
```
current_design uart

set clk_period 6.9
set clk_io_pct 0.2

create_clock -name clk0 -period $clk_period [get_ports {clk}]

set non_clock_inputs [all_inputs -no_clocks]
set_input_delay [expr $clk_period * $clk_io_pct] -clock clk0 $non_clock_inputs
set_output_delay [expr $clk_period * $clk_io_pct] -clock clk0 [all_outputs]
```
`flow/design.v`:
```
`timescale 1ns / 1ps
 module uart(
    input clk,                   
    input rst,                   
    input rx,                    
    output tx,                   
    input transmit,              
    input [7:0] tx_byte,         
    output received,             
    output [7:0] rx_byte,        
    output wire is_receiving,    
    output wire is_transmitting, 
    output wire recv_error,       
    output reg [3:0] rx_samples,
    output reg [3:0] rx_sample_countdown
);
    parameter baud_rate = 9600;
    parameter sys_clk_freq = 100000000;
    localparam one_baud_cnt = sys_clk_freq / (baud_rate);
    localparam [2:0]     
        RX_IDLE             = 3'd0, 
        RX_CHECK_START      = 3'd1, 
        RX_SAMPLE_BITS      = 3'd2,
        RX_READ_BITS        = 3'd3,      
        RX_CHECK_STOP       = 3'd4, 
        RX_DELAY_RESTART    = 3'd5,
        RX_ERROR            = 3'd6,      
        RX_RECEIVED         = 3'd7; 
    localparam [1:0]     
        TX_IDLE             = 2'd0,
        TX_SENDING          = 2'd1,
        TX_DELAY_RESTART    = 2'd2,
        TX_RECOVER          = 2'd3;
    reg [log2(one_baud_cnt * 16)-1:0] rx_clk;
    reg [log2(one_baud_cnt)-1:0] tx_clk;
    reg [2:0] recv_state = RX_IDLE;
    reg [3:0] rx_bits_remaining;
    reg [7:0] rx_data;
    reg tx_out = 1'b1;
    reg [1:0] tx_state = TX_IDLE;
    reg [3:0] tx_bits_remaining;
    reg [7:0] tx_data;
    assign received = recv_state == RX_RECEIVED;
    assign recv_error = recv_state == RX_ERROR;
    assign is_receiving = recv_state != RX_IDLE;
    assign rx_byte = rx_data;
    assign tx = tx_out;
    assign is_transmitting = tx_state != TX_IDLE;
    function integer log2(input integer M);
        integer i;
    begin
        log2 = 1;
        for (i = 0; 2**i <= M; i = i + 1)
            log2 = i + 1;
    end endfunction
    always @(posedge clk) begin
        if (rst) begin
            recv_state = RX_IDLE;
            tx_state = TX_IDLE;
        end
        if(rx_clk) begin
            rx_clk = rx_clk - 1'd1;
        end
        if(tx_clk) begin
            tx_clk = tx_clk - 1'd1;
        end
        case (recv_state)
            RX_IDLE: begin
                if (!rx) begin
                    rx_clk = one_baud_cnt / 2;
                    recv_state = RX_CHECK_START;
                end
            end
            RX_CHECK_START: begin
                if (!rx_clk) begin
                    if (!rx) begin
                        rx_clk = (one_baud_cnt / 2) + (one_baud_cnt * 3) / 8; 
                        rx_bits_remaining = 8;  
                        recv_state = RX_SAMPLE_BITS;
                        rx_samples = 0;
                        rx_sample_countdown = 5;
                    end else begin
                        recv_state = RX_ERROR;
                    end
                end
            end
            RX_SAMPLE_BITS: begin
                if (!rx_clk) begin
                    if (rx) begin
                        rx_samples =  rx_samples + 1'd1;
                    end
                    rx_clk = one_baud_cnt / 8;
                    rx_sample_countdown = rx_sample_countdown -1'd1;
                    recv_state = rx_sample_countdown ? RX_SAMPLE_BITS : RX_READ_BITS;
                end
            end
            RX_READ_BITS: begin
                if (!rx_clk) begin
                    if (rx_samples > 3) begin
                        rx_data = {1'd1, rx_data[7:1]};
                    end else begin
                        rx_data = {1'd0, rx_data[7:1]};
                    end
                    rx_clk = (one_baud_cnt * 3) / 8;
                    rx_samples = 0;
                    rx_sample_countdown = 5;
                    rx_bits_remaining = rx_bits_remaining - 1'd1;
                    if(rx_bits_remaining)begin
                        recv_state = RX_SAMPLE_BITS;
                    end else begin
                        recv_state = RX_CHECK_STOP;
                        rx_clk = one_baud_cnt / 2;
                    end
                end
            end
            RX_CHECK_STOP: begin
                if (!rx_clk) begin
                    recv_state = rx ? RX_RECEIVED : RX_ERROR;
                end
            end
            RX_ERROR: begin
                rx_clk = 8 * sys_clk_freq / (baud_rate);
                recv_state = RX_DELAY_RESTART;
            end
            RX_DELAY_RESTART: begin
                recv_state = rx_clk ? RX_DELAY_RESTART : RX_IDLE;
            end
            RX_RECEIVED: begin
                recv_state = RX_IDLE;
            end
        endcase
        case (tx_state)
            TX_IDLE: begin
                if (transmit) begin
                    tx_data = tx_byte;
                    tx_clk = one_baud_cnt;
                    tx_out = 0;
                    tx_bits_remaining = 8;
                    tx_state = TX_SENDING;
                end
            end
            TX_SENDING: begin
                if (!tx_clk) begin
                    if (tx_bits_remaining) begin
                        tx_bits_remaining = tx_bits_remaining - 1'd1;
                        tx_out = tx_data[0];
                        tx_data = {1'b0, tx_data[7:1]};
                        tx_clk = one_baud_cnt;
                        tx_state = TX_SENDING;
                    end else begin
                        tx_out = 1;
                        tx_clk = 4 * one_baud_cnt; 
                        tx_state = TX_DELAY_RESTART;
                    end
                end
            end
            TX_DELAY_RESTART: begin
                tx_state = tx_clk ? TX_DELAY_RESTART : TX_RECOVER; 
            end
            TX_RECOVER: begin
                tx_state = transmit ? TX_RECOVER : TX_IDLE;
            end
        endcase
    end
endmodule
```
`flow/run.sh`:
```
#!/bin/bash
# OpenROAD 26Q1-2900-gdf79404cd8, Yosys 0.63+post, stock flow scripts
make -C /OpenROAD-flow-scripts/flow DESIGN_CONFIG=/design/flow/config.mk WORK_HOME=/design/flow/orfs finish
```
==> run_summary.xml <==
<?xml version="1.0" encoding="UTF-8"?>
<metrics>
  <group name="clock_tree">
    <metric name="cts_max_level" unit="">3</metric>
    <metric name="postCtsSetupBuffers" unit="">0</metric>
    <metric name="total_of_cells_resized_after_clock_tree_synthesis" unit="">0</metric>
    <metric name="cts-hold-fix-buffers" unit="">0</metric>
    <metric name="cts.root.buffer_cell" unit="">clkbuf_8</metric>
    <metric name="clk_pin_slew" unit="ns">0.08</metric>
    <metric name="cts.sink_count" unit="">70</metric>
    <metric name="cts_max_path_buffers" unit="">2</metric>
    <metric name="clock_insertion_delay_worst_skew" unit="ns">0.34</metric>
    <metric name="cts_buffers" unit="">9</metric>
    <metric name="cts_tree" unit="">built</metric>
  </group>
  <group name="timing">
    <metric name="report.final.setup_viol" unit="">0</metric>
    <metric name="finClkSkew" unit="ns">0.0117</metric>
    <metric name="setup-tns-final" unit="ns">0</metric>
    <metric name="tightest_slew" unit="ns">0.773</metric>
    <metric name="rsz0062_at_grt" unit="">no</metric>
    <metric name="min_period" unit="ns">3.85</metric>
    <metric name="hold_viol" unit="">0</metric>
    <metric name="fin_crit_sh" unit="%">55.8</metric>
    <metric name="max_freq" unit="MHz">260</metric>
    <metric name="slew_viol_final" unit="">0</metric>
    <metric name="hold_slack" unit="ns">0.451</metric>
    <metric name="timing.slew.headroom" unit="%">48.3</metric>
  </group>
  <group name="global_routing">
    <metric name="via_count_of_the_first_global_routing_pass" unit="">3343</metric>
    <metric name="globalRouteTotalUtil" unit="%">24.0</metric>
    <metric name="grt_max_degree" unit="">21</metric>
    <metric name="grt_pass1_wl" unit="µm">16000</metric>
    <metric name="grt_overflow" unit="">0</metric>
    <metric name="grt_antenna_before_repair" unit="">0</metric>
  </group>
  <group name="final_layout">
    <metric name="multiInputGateArea" unit="µm²">2300</metric>
    <metric name="mostFrequentLayoutCell" unit="">nand2_1</metric>
    <metric name="seq_area" unit="µm²">1730</metric>
    <metric name="post_layout_nonfiller_instances" unit="">615</metric>
    <metric name="most-common-layout-cells" unit="">nand2_1, nor2_1, dfxtp_1</metric>
    <metric name="area_delta_synth_final" unit="%">14.3</metric>
    <metric name="num-fill-cells" unit="">694</metric>
    <metric name="layout-drive-gt1-share" unit="%">7.84</metric>
    <metric name="postLayoutCoreUtil" unit="%">58.6</metric>
  </group>
  <group name="worst_setup_path">
    <metric name="worstPathArrival" unit="ns">3.82</metric>
    <metric name="cp-end-kind" unit="">register</metric>
    <metric name="cp_max_fo" unit="">12</metric>
    <metric name="critPathLaunchType" unit="">register</metric>
    <metric name="critical_path_class" unit="">register to register</metric>
    <metric name="worst_ep_required_time" unit="ns">6.87</metric>
  </group>
  <group name="power">
    <metric name="overall_power" unit="W">0.00113</metric>
    <metric name="p_leak" unit="nW">1.78</metric>
    <metric name="seq_power_share" unit="%">46.8</metric>
    <metric name="power_density" unit="nW/µm²">235</metric>
    <metric name="share_comb_of_total_power" unit="%">21.2</metric>
    <metric name="clockPowerShare" unit="%">32.0</metric>
    <metric name="switching_share" unit="%">31.0</metric>
    <metric name="power_report.internal_total" unit="W">0.000777</metric>
    <metric name="p_sw" unit="W">0.000349</metric>
    <metric name="peak_ir_drop_on_the_vdd_network" unit="V">0.000156</metric>
  </group>
  <group name="synth">
    <metric name="yosys_warnings" unit="">1</metric>
    <metric name="enable_flop_cells" unit="">33</metric>
    <metric name="ys_dominant_reg_cell" unit="">dfxtp_1</metric>
    <metric name="yosys-stat-cells" unit="">479</metric>
    <metric name="synthesis.area" unit="µm²">4190</metric>
    <metric name="synthDistinctLibCells" unit="">67</metric>
    <metric name="post_synth.cell_area_avg" unit="µm²">8.76</metric>
    <metric name="yosysChipArea" unit="µm²">4190</metric>
    <metric name="syn-instance-count" unit="">479</metric>
    <metric name="async_reset_ff_share" unit="%">0</metric>
    <metric name="ys_seq_elements" unit="">70</metric>
    <metric name="yosysSeqAreaShare" unit="%">41.3</metric>
  </group>
  <group name="routing">
    <metric name="routed.top_layer" unit="">met4</metric>
    <metric name="route.antenna.diode_count" unit="">0</metric>
    <metric name="routed_vias" unit="">3600</metric>
    <metric name="route.detailed.drc" unit="">0</metric>
    <metric name="first_iter_violations" unit="">197</metric>
    <metric name="detail_route.vias_per_cell" unit="">5.85</metric>
    <metric name="first_pass_iters" unit="">4</metric>
    <metric name="wire_length_on_met3" unit="µm">556</metric>
    <metric name="final_antenna_net_count" unit="">0</metric>
    <metric name="routed_wirelength" unit="µm">9540</metric>
    <metric name="routed-wl-met2" unit="µm">4470</metric>
    <metric name="met1Wirelength" unit="µm">4370</metric>
    <metric name="wl_per_cell" unit="µm">15.5</metric>
  </group>
  <group name="hold_path">
    <metric name="min_path_type" unit="">register to register</metric>
  </group>
  <group name="place">
    <metric name="io_buffer_count" unit="">32</metric>
    <metric name="detailedPlacementHpwl" unit="µm">6910</metric>
    <metric name="gp_congestion" unit="">0.944</metric>
    <metric name="place.detailed.instances" unit="">599</metric>
  </group>
  <group name="run">
    <metric name="tool_warnings" unit="">28</metric>
    <metric name="drv_cap" unit="">0</metric>
  </group>
  <group name="die">
    <metric name="floorplan.die.width" unit="µm">93.6</metric>
    <metric name="chip_area" unit="µm²">8760</metric>
    <metric name="placementRows" unit="">33</metric>
    <metric name="core" unit="µm²">8180</metric>
    <metric name="die_height" unit="µm">93.6</metric>
    <metric name="floorplan.io_pins" unit="">33</metric>
    <metric name="initCoreUtil" unit="%">51.3</metric>
  </group>
  <group name="run_status">
    <metric name="outcome" unit="">completed</metric>
  </group>
</metrics>
[routing by layer]
metal	vias to the layer above	track usage, %
li1	1802	-
met1	1653	39.5
met2	127	36.3
met3	18	2.81
met4	0	4.10
met5	-	0
[area by class of cell]
| cell class | instances | area share (%) |
|---|---|---|
| clock buffer | 10 | 2.66 |
| clock inverter | 6 | 1.80 |
| inverter | 22 | 1.72 |
| multi-input combinational | 369 | 48.1 |
| sequential | 70 | 36.1 |
| tap | 105 | 2.74 |
| timing repair buffer | 33 | 6.84 |
[per-stage QoR]
step,area (µm²),setup slack (ns)
2_1_floorplan,4190,3.70
3_3_place_gp,4580,3.08
3_5_place_dp,4580,2.92
4_1_cts,4790,3.11
5_1_grt,4790,2.63
6_report,4790,3.05
[final timing paths]
check	end	slack (ns)	depth (start not counted)	startpoint
worst min-delay path	rx_data[0]$_DFFE_PP_	0.45	0	rx_data[1]$_DFFE_PP_
worst min register to register	rx_data[0]$_DFFE_PP_	0.45	0	rx_data[1]$_DFFE_PP_
worst max register to register	rx_data[7]$_DFFE_PP_	3.05	9	rx_clk[0]$_DFF_P_
worst max-delay path	rx_data[7]$_DFFE_PP_	3.05	9	rx_clk[0]$_DFF_P_
[worst max-delay path: stages (launching register included)]
cell and delay (ns):
dfxtp_1 0.36, inv_1 0.07, ha_1 0.21, or4b_4 0.53, nor4_1 0.25, mux2i_1 0.38
o211ai_1 0.16, a2111oi_2 0.33, nand3_1 0.42, nor2_1 0.75
[cell families (layout without fill, tap and decap cells)]
kind of cell             Yosys count  count (layout)  share of synthesized area (%)
AND-OR/OR-AND                     91              91                           15.3
XOR/XNOR                          24              24                           5.01
adder cells (fa/ha/maj)            8               8                           2.39
buffers and inverters             40              71                           3.76
flip-flops                        70              70                           41.3
multiplexers                       8               8                           1.91
AND/OR/NAND/NOR                  238             238                           30.3
[state kept, by name, summed over array words and instances (netlist names)]
name,cells
rx_data,8
rx_samples,4
rx_sample_countdown,4
tx_out,1
rx_clk,18
tx_bits_remaining,4
recv_state,3
tx_clk,14
tx_state,2
rx_bits_remaining,4
tx_data,8
[power by group through the flow]
| stage | clock network [W] | registers (W) | logic [W] |
|---|---|---|---|
| after global routing | 0.000388 | 0.000533 | 0.000268 |
| final | 0.000360 | 0.000527 | 0.000239 |
| after CTS | 0.000372 | 0.000526 | 0.000237 |
[synth_stat cells, types with 8 or more instances]
| master | number | area, µm² |
|---|---|---|
| clkbuf_1 | 14 | 52.6 |
| nor2b_1 | 10 | 62.6 |
| a21oi_1 | 21 | 105 |
| nand2b_1 | 8 | 50.1 |
| xnor2_1 | 14 | 123 |
| nor3_1 | 18 | 90.1 |
| mux2i_1 | 8 | 80.1 |
| nand3_1 | 10 | 50.1 |
| and3_1 | 9 | 56.3 |
| o21ai_0 | 11 | 55.1 |
| nand2_1 | 60 | 225 |
| ha_1 | 8 | 100 |
| edfxtp_1 | 33 | 991 |
| nor4_1 | 13 | 81.3 |
| inv_1 | 21 | 78.8 |
| dfxtp_1 | 37 | 741 |
| nor2_1 | 58 | 218 |
| and2_1 | 8 | 50.1 |
| xor2_1 | 10 | 87.6 |
Power and IR drop assume default switching activity.
